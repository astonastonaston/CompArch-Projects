[design/flow/config.mk]
export PLATFORM = sky130hd
export DESIGN_NAME = RegFile
export DESIGN_NICKNAME = RegFile
export VERILOG_FILES = /design/flow/design.v
export SDC_FILE = /design/flow/constraint.sdc
export NUM_CORES = 4
export LEC_CHECK = 1
export CORE_UTILIZATION = 30
[design/flow/constraint.sdc]
current_design RegFile

set clk_period 12.9
set clk_io_pct 0.2

create_clock -name clk0 -period $clk_period [get_ports {clk}]

set non_clock_inputs [all_inputs -no_clocks]
set_input_delay [expr $clk_period * $clk_io_pct] -clock clk0 $non_clock_inputs
set_output_delay [expr $clk_period * $clk_io_pct] -clock clk0 [all_outputs]
[design/flow/design.v]
`timescale 1ns/100ps
module RegFile 
    (  
      input  clk  
    , input  rst  
    , input  wriEn  
    , input JalWrite  
    , input [31:0] PCPlus4  
    , input [4:0] wriRegAddr  
    , input [4:0] rdRegAddrOne  
    , input [4:0] rdRegAddrTwo  
    , input [31:0] wriValue  
    , output reg [31:0] rdValOne  
    , output reg [31:0] rdValTwo  
    );
  reg [31:0] REG_FILE [31:0];
  always @(rst) begin
    if (rst == 1) begin
      for (integer i = 0; i < 32; i++) begin
        REG_FILE[i] <= 32'b0000_0000_0000_0000_0000_0000_0000_0000;
      end
    end
  end
  always @(negedge clk) begin
    if (JalWrite) begin  
      REG_FILE[31] = PCPlus4 - 4;
    end
    if (wriEn == 1'b1) begin  
      REG_FILE[wriRegAddr] = wriValue; 
    end  
    rdValOne <= REG_FILE[rdRegAddrOne];
    rdValTwo <= REG_FILE[rdRegAddrTwo];
  end
endmodule
[design/flow/run.sh]
#!/bin/bash
# OpenROAD 26Q1-2900-gdf79404cd8, Yosys 0.63+post, stock flow scripts
make -C /OpenROAD-flow-scripts/flow DESIGN_CONFIG=/design/flow/config.mk WORK_HOME=/design/flow/orfs finish
==> notes.md <==
run results: # setup viols final=0, 1st-iter DRT viols=270, P_leak=2.27 nW, Pwr Density=107 nW/um^2, final core occ=48.6%, Sw Ratio=29.9%, Port-buffer cells=145, Clock Power Share=54.5%, Tightest Hold Check Type=input pin to flop, row cnt=approximately 40, first-pass GRT wire length=21.7 mm, Synth cell types=65, OpenROAD warning count=90, post-route insts no fill=830, Ports=147, yosys cell count=461, fp util=31.1%, Max Cap Viol=0, EDFF count, synth=0, crit path DRT=6.68 ns, Layout fillers=1,162, combinational power share=approximately an eighth, first-pass detailed-route iteration total=4, Place WS=1.03 ns, RSZ-0062 raised after global routing=no, Worst Setup SP=wriRegAddr[1], Hold Path Depth=3, Setup crit end kind=flop, startpoint types=input pin, via count=4,406, Final Max Slew Viols=0, clk root buf=clkbuf_16, Post CTS Setup Buffer Count=0, total negative slack=0 ns, sequential power share=32.2%, hold_buf cts=0, Psw=0.189 mW, final wirelength=13.6 mm, Max VDD drop=between 50 and 60 uV, ys flops=64, Logic area=2300 sq um, CTS Buffer Depth=2, source of the worst hold timing path=wriValue[9], largest net degree at the start of global routing=roughly 40, die area=about 13,000 sq um, post_cts resized=0, Die Y=114 um, initial antenna violation count=0, DR WL/cell=16.3 um, dpl hpwl=about 9.6 mm, vias in the first global route=4,268, layout cells sized above 1=around 6.0%, synth warn=2,050, Clock Sinks=64, CTS clk-pin slew, worst paths=0.03 ns, vias per cell=5.31, GP Congestion=between 0.8 and 0.9, H-Tree Depth=3, pin slew with the least headroom to its limit=0.783 ns, FF/Latch Area=1280 sq um, Mean Syn Cell Area=8.18 sq um, Worst slew margin=47.4%, cells after synthesis=461, CTS Buf Count=9, synthesis-to-layout area growth=56.0%, setup ws final=roughly 1.4 ns, CP arrival=5.30 ns, GRT Total Usage=21.5%, CP Class=input pin to flop, DRT antenna net count=0, Int Pwr=approximately 0.44 mW, cell count after placement=751, Mapped Area=3770 sq um, crit path capture=rdValTwo[14], CP Max Fanout=31, total grt overflow=0, final hold viol count=0, final antenna diode count=0, Core Area=12,100 sq um, fraction of registers with async set/reset=0%, DRC Markers=0, Synth Flop Type=dfxtp_1, hold_ws=9.27 ns, YS chip area=3770 sq um, sequential area share after synthesis=34.0%, CTS tree=built, status=completed, die width=114 um
[worst max-delay path, stage by stage]
cell and delay [ns]:
clkdlybuf4s50_1 0.91, and4bb_2 0.35, o211ai_1 0.18, nand3_1 0.10, or4_4 0.54, nor2_4 0.11
buf_4 0.34, o22ai_1 0.15
[per-stage QoR]
stage | power, mW | area (sq um)
after global placement | 0.319 | 5320
after floorplan | 0.273 | 3770
after detailed placement | 0.320 | 5320
after CTS | 0.641 | 5880
final | 0.631 | 5880
after global routing | 0.677 | 5880
[synthesized netlist by cell type, types with 4 or more instances]
| cell type | n | area [sq um] |
|---|---|---|
| dfxtp_1 | 64 | 1280 |
| o22ai_1 | 51 | 319 |
| nand2_1 | 48 | 180 |
| nor2_1 | 36 | 135 |
| a21oi_1 | 23 | 115 |
| nand3_1 | 22 | 110 |
| xnor2_1 | 16 | 140 |
| clkbuf_1 | 14 | 52.6 |
| o21ai_0 | 14 | 70.1 |
| nor3_1 | 11 | 55.1 |
| nor4_1 | 9 | 56.3 |
| o2bb2ai_1 | 9 | 78.8 |
| xor2_1 | 9 | 78.8 |
| buf_2 | 8 | 40.0 |
| or4_1 | 8 | 60.1 |
| a22oi_1 | 7 | 52.6 |
| and3_1 | 7 | 43.8 |
| inv_1 | 6 | 22.5 |
| nand4_1 | 6 | 37.5 |
| a31oi_1 | 5 | 31.3 |
| o211ai_1 | 5 | 37.5 |
| o21ai_1 | 5 | 25.0 |
| and2_1 | 4 | 25.0 |
| buf_6 | 4 | 45.0 |
| nor4bb_1 | 4 | 40.0 |
| o32ai_1 | 4 | 35.0 |
| or3_1 | 4 | 25.0 |
[per-layer routing]
metal,track usage [%],up-vias,wire (um)
met1,30.9,2039,6250
met5,0,-,0
met2,31.4,170,6100
li1,-,2180,-
met3,6.80,17,1010
met4,5.80,0,195
[placed cells by master, fill, tap and decap left out, types with 4 or more instances in the layout]
cell type / synthesis / layout
clkdlybuf4s50_1: 0 / 145
o22ai_1: 51 / 51
and3_1: 7 / 7
nand3_1: 22 / 22
o32ai_1: 4 / 4
o211ai_1: 5 / 5
nand2_1: 48 / 48
o21ai_1: 5 / 5
a21oi_1: 23 / 23
nand4_1: 6 / 6
clkbuf_16: 0 / 9
or4_1: 8 / 8
and2_1: 4 / 4
nor4bb_1: 4 / 4
or3_1: 4 / 4
nor2_1: 36 / 36
dfxtp_1: 64 / 64
xnor2_1: 16 / 16
o21ai_0: 14 / 14
a22oi_1: 7 / 7
nor3_1: 11 / 11
a31oi_1: 5 / 5
inv_1: 6 / 69
o2bb2ai_1: 9 / 9
nor4_1: 9 / 9
buf_4: 3 / 7
xor2_1: 9 / 9
[power groups by stage]
stage	clock network (mW)	registers (mW)	logic, mW
CTS	0.354	0.203	0.0839
global route	0.382	0.203	0.0917
finish	0.344	0.203	0.0839
[registers in the layout (all words and copies together) (netlist names)]
| signal | cells |
|---|---|
| rdValOne | 32 |
| rdValTwo | 32 |
[worst min-delay path by stage]
stage / endpoint / slack, ns
finish: rdValOne[9] / 9.27
global route: rdValOne[9] / 9.28
CTS: rdValOne[9] / 9.26
[area by class of cell]
| class | count | area share (%) |
|---|---|---|
| multi-input cells | 361 | 39.2 |
| clock buffers | 9 | 3.83 |
| flip-flops and latches | 64 | 21.8 |
| inverters | 5 | 0.319 |
| well taps | 168 | 3.57 |
| repair buffers | 152 | 25.6 |
| clock inverters | 71 | 5.76 |
[cell families (layout without fill, tap and decap cells)]
| group | after synthesis | after routing | share of synthesized area (%) |
|---|---|---|---|
| XOR/XNOR | 26 | 26 | 6.24 |
| AND-OR/OR-AND | 148 | 148 | 26.1 |
| adder cells (fa/ha/maj) | 1 | 1 | 0.332 |
| flip-flops | 64 | 64 | 34.0 |
| buffers and inverters | 36 | 237 | 4.94 |
| AND/OR/NAND/NOR | 186 | 186 | 28.4 |
No activity file was given, so power comes from the tool's default toggle rates.
