## ./design.v

```verilog
module alu(instruction, regA, regB, result, flags);
    input[31:0] instruction, regA, regB;
    output[31:0] result;
    output[2:0] flags; 
    reg[31:0] result, regs[1:0];  
    reg[5:0] opcode, func;
    reg[2:0] fgs;  
    always @(instruction, regA, regB) begin 
        opcode = instruction[31:26];
        func = instruction[5:0];
        fgs = 3'b000;
        regs[0] = regA;
        regs[1] = regB; 
        case(opcode)
            6'b000000: begin 
                case(func)
                    6'b000000: begin  
                        result = regs[instruction[20:16]] << instruction[10:6];
                    end
                    6'b000100: begin  
                        result = regs[instruction[20:16]] << regs[instruction[25:21]];
                    end
                    6'b000010: begin  
                        result = regs[instruction[20:16]] >> instruction[10:6];
                    end
                    6'b000110: begin  
                        result = regs[instruction[20:16]] >> regs[instruction[25:21]];
                    end
                    6'b000011: begin  
                        result = $signed(regs[instruction[20:16]]) >>> instruction[10:6];
                    end
                    6'b000111: begin  
                        result = $signed(regs[instruction[20:16]]) >>> regs[instruction[25:21]];
                    end
                    6'b100000: begin  
                        result = regs[instruction[20:16]] + regs[instruction[25:21]];
                        fgs[2] = ((regs[instruction[20:16]][31] ^~ regs[instruction[25:21]][31]) &&
                            (regs[instruction[25:21]][31] ^ result[31]));
                    end
                    6'b100001: begin  
                        result = regs[instruction[20:16]] + regs[instruction[25:21]];
                    end
                    6'b100010: begin  
                        result = regs[instruction[25:21]] - regs[instruction[20:16]];
                        fgs[2] = ((regs[instruction[20:16]][31] ^ regs[instruction[25:21]][31]) && 
                            (regs[instruction[25:21]][31] ^ result[31]))? 1: 0;
                    end
                    6'b100011: begin  
                        result = regs[instruction[25:21]] - regs[instruction[20:16]];
                    end
                    6'b100100: begin  
                        result = regs[instruction[25:21]] & regs[instruction[20:16]];
                    end
                    6'b100111: begin  
                        result = regs[instruction[25:21]] ~| regs[instruction[20:16]];
                    end
                    6'b100101: begin  
                        result = regs[instruction[25:21]] | regs[instruction[20:16]];
                    end
                    6'b100110: begin  
                        result = regs[instruction[25:21]] ^ regs[instruction[20:16]];
                    end
                    6'b101010: begin  
                        fgs[1] = ($signed(regs[instruction[25:21]]) < $signed(regs[instruction[20:16]])); 
                    end
                    6'b101011: begin  
                        fgs[1] = (regs[instruction[25:21]] < regs[instruction[20:16]]);
                    end
                endcase
            end
            6'b000100: begin  
                fgs[0] = (regs[instruction[25:21]] == regs[instruction[20:16]]);
            end
            6'b000101: begin  
                fgs[0] = (regs[instruction[25:21]] != regs[instruction[20:16]]);
            end
            6'b001000: begin  
                result = $signed(instruction[15:0]) + $signed(regs[instruction[25:21]]);
                fgs[2] = ((instruction[15] ^~ regs[instruction[25:21]][31]) && 
                    (regs[instruction[25:21]][31] ^ result[31]))? 1: 0; 
            end
            6'b001001: begin  
                result = instruction[15:0] + regs[instruction[25:21]];
            end
            6'b001010: begin  
                fgs[1] = ($signed(regs[instruction[25:21]]) < $signed(instruction[15:0]));
            end
            6'b001011: begin  
                fgs[1] = (regs[instruction[25:21]] < instruction[15:0]);
            end
            6'b001100: begin  
                result = $signed(regs[instruction[25:21]]) & $signed(instruction[15:0]);
            end
            6'b001101: begin  
                result = $signed(regs[instruction[25:21]]) | $signed(instruction[15:0]);
            end
            6'b001110: begin  
                result = $signed(regs[instruction[25:21]]) ^ $signed(instruction[15:0]);
            end
            6'b100011, 6'b101011: begin  
                result = $signed(regs[instruction[25:21]]) + $signed(instruction[15:0]);
            end
        endcase
    end
    assign flags = fgs;
endmodule
```

## ./run.sh

```bash
#!/bin/bash
# OpenROAD 26Q1-2900-gdf79404cd8, Yosys 0.63+post, stock flow scripts
make -C /OpenROAD-flow-scripts/flow DESIGN_CONFIG=/design/flow/config.mk WORK_HOME=/design/flow/orfs finish
```

## ./config.mk

```make
export PLATFORM = sky130hd
export DESIGN_NAME = alu
export DESIGN_NICKNAME = alu
export VERILOG_FILES = /design/flow/design.v
export SDC_FILE = /design/flow/constraint.sdc
export NUM_CORES = 4
export LEC_CHECK = 1
export CORE_UTILIZATION = 30
```

## ./constraint.sdc

```tcl
current_design alu

set clk_period 12.6
set clk_io_pct 0.2

create_clock -name clk0 -period $clk_period

set non_clock_inputs [all_inputs -no_clocks]
set_input_delay [expr $clk_period * $clk_io_pct] -clock clk0 $non_clock_inputs
set_output_delay [expr $clk_period * $clk_io_pct] -clock clk0 [all_outputs]
```

==> impl_metrics.env <==
# source this file to load flow results
export IMPL_syn_avg_cell_area_um2=6.87
export IMPL_critPathArrivalTime_ps=7990
export IMPL_swShare_pct=64.9
export IMPL_grt_pass1_wl_um=154000
export IMPL_relSlewSlack_pct=21.9
export IMPL_drv_cap=0
export IMPL_die_w_um=245
export IMPL_logic_area_mm2=0.0160
export IMPL_synthTopCellsByCount="mux2i_1 (248), a21oi_1 (247), nand2_1 (237)"
export IMPL_ys_async_sr_fraction_pct=0
export IMPL_min_path_cells=3
export IMPL_dp_hpwl_um=88100
export IMPL_max_stage_delay_ps=520
export IMPL_tightestPinTransition_ps=1140
export IMPL_finalPower_mw=1.23
export IMPL_crit_fanout=17
export IMPL_hold_end="flags[0]"
export IMPL_topCellsByArea="ha_1 (16%), mux2i_1 (14%), a21oi_1 (7.0%)"
export IMPL_hold_path_class="in2out"
export IMPL_grt_setup_unrepaired="false"
export IMPL_antenna_found_initial=6
export IMPL_firstDrtPassIters=7
export IMPL_power_density_mw_per_mm2=60.9
export IMPL_yosys_cells=2579
export IMPL_cp_buffers_inverters=5
export IMPL_grt_busiest_layer="met2"
export IMPL_tool_warnings=199
export IMPL_post_route_period_util_pct=83.4
export IMPL_yosys_area_mm2=0.0177
export IMPL_required_ps=10080
export IMPL_num_vias=22264
export IMPL_irDropWorstVdd_uv=27.6
export IMPL_post_cts_buffers=0
export IMPL_yosysMostFrequentCell="mux2i_1"
export IMPL_untimed_endpoints=64
export IMPL_fmax_ghz=0.0952
export IMPL_unclocked_pins=32
export IMPL_switchingPower_mw=0.796
export IMPL_grt_pass1_vias=20349
export IMPL_p_leak_nw=8.53
export IMPL_area_delta_synth_final_pct=13.7
export IMPL_yosys_cell_types_count=98
export IMPL_setup_viol=0
export IMPL_die_height_um=245
export IMPL_min_period_ps=10510
export IMPL_grt_total_usage_pct=36.4
export IMPL_intPower_mw=0.431
export IMPL_drc=0
export IMPL_endpoint_kind="primary output"
export IMPL_tns_ps=0
export IMPL_row_count=88
export IMPL_routedWlPerCell_um=32.1
export IMPL_crit_type="in2out"
export IMPL_hold_buffers=0
export IMPL_cts_resized=0
export IMPL_largest_area_cell="ha_1"
export IMPL_drt_iter0_markers=2872
export IMPL_top_area_share_pct=15.8
export IMPL_die_area_mm2=0.0600
export IMPL_yosys_most_used_dff="dlxtn_1"
export IMPL_initial_utilization_pct=30.5
export IMPL_vias_per_cell=6.48
export IMPL_grt_use_met1_pct=48.2
export IMPL_drtAntennaViolNets=0
export IMPL_nFillCells=6345
export IMPL_start_kind="primary input"
export IMPL_io_pins=131
export IMPL_edf_count=0
export IMPL_met3_usage_pct=11.9
export IMPL_finalMaxSlewViolations=0
export IMPL_path_cells="buf_2 > buf_4 > mux2i_1 > buf_4 > ha_1 > nor2_1 > o211ai_1 > a2bb2oi_1 > a211oi_2 > buf_4 > a21oi_1 > o2111ai_1 > a21bo_2 > o311ai_0 > a22o_1 > clkdlybuf4s50_1"
export IMPL_synth_warnings=2
export IMPL_coreArea_mm2=0.0580
export IMPL_hold_violations=0
export IMPL_ff_latch_area_um2=480
export IMPL_largest_reg_flops=32
export IMPL_io_buffers=123
export IMPL_syn_inst=2579
export IMPL_ys_seq_elements=32
export IMPL_status="complete, no violations"
export IMPL_grt_max_degree=68
export IMPL_critPathMostFrequentCell="buf_4"
export IMPL_totalWireLength_um=110000
export IMPL_critPathSlowestCell="nor2_1"
export IMPL_grt_ovfl_total=0
export IMPL_grt_use_met2_pct=50.7
export IMPL_hold_start="instruction[28]"
export IMPL_routabilityCongestion=1.18
export IMPL_netlist_area_mm2=0.0177
export IMPL_drive_above_1_share_pct=7.99
export IMPL_critPathTopFamily="AND-OR/OR-AND gates"
==> how the worst max path moves through the flow <==
stage | start | endpoint | slack, ps | cells after the start
after global routing | instruction[21] | flags[2] | 2000 | 15
after CTS | instruction[21] | flags[2] | 2300 | 15
final | instruction[16] | flags[2] | 2090 | 16
==> cells in the final DEF, fill, tap and decap left out, types with 10 or more instances in the layout <==
cell	n
o22ai_1	29
o221ai_1	17
o21ai_0	176
a21o_1	33
nand2_1	237
buf_4	129
o31ai_1	16
clkdlybuf4s50_1	118
xor2_1	16
ha_1	223
nor2_1	214
nor4_1	30
dlxtn_1	32
a2111oi_0	16
a211oi_1	72
nor2b_1	14
a221o_1	12
xnor2_1	84
o21ai_1	12
nand2b_1	17
nor3_1	73
a221oi_1	24
or3_1	14
inv_1	134
nand3_1	62
and3_1	10
a31oi_1	37
nand4_1	16
or4_1	11
mux2_2	21
o21bai_1	20
o211ai_1	41
a211o_1	12
a22oi_1	20
a21oi_1	244
mux2i_1	247
==> cell families after synthesis <==
| kind of cell | synth area share [%] |
|---|---|
| compound gates | 32.8 |
| simple gates | 20.2 |
| buf+inv | 7.13 |
| mux | 16.2 |
| fa+ha+maj | 16.1 |
| xor+xnor | 4.95 |
| latches | 2.71 |
==> through the flow <==
stage / area (µm²) / util (%) / hold slack (ps) / cells / setup slack [ps]
finish: 20100 / 34.7 / 6140 / 3434 / 2090
global route: 20100 / 34.7 / 6180 / 3432 / 2000
CTS: 20100 / 34.7 / 6140 / 3432 / 2300
detailed placement: 20100 / 34.7 / 6130 / 3432 / 2350
global placement: 20100 / 34.7 / 6130 / 3432 / 2290
floorplan: 17700 / - / 5140 / 2579 / 3720
==> power by group through the flow <==
| stage | registers, mW | clock network (mW) | logic [mW] |
|---|---|---|---|
| after global routing | 0.0301 | 0 | 1.25 |
| after CTS | 0.0292 | 0 | 1.14 |
==> layout make-up <==
class                           instances  area share (%)
Antenna cell                            2          0.0249
Inverter                              137            2.55
Multi-Input combinational cell       2247            79.5
Sequential cell                        32            2.39
Tap cell                              765            4.75
Timing Repair Buffer                  251            10.8
==> per-layer routing <==
| layer | wire (µm) | share of wire, % | vias to the layer above |
|---|---|---|---|
| met5 | 162 | 0.15 | - |
| met4 | 8580 | 7.8 | 10 |
| met3 | 14000 | 13 | 345 |
| met2 | 44000 | 40 | 1606 |
| met1 | 43600 | 40 | 10503 |
| li1 | - | - | 9800 |
Power figures rest on the tool's default switching activity, not on a simulated workload.
