<file path="design/flow/design.v">
module WBIFppreg
  (
      input [31:0] PC  
    , input clk  
    , input rst  
    , input stallF
    , output reg [31:0] PCF  
  );
  always @(posedge clk) begin
    if (~stallF) begin
      PCF <= PC;
    end
  end
  always @(posedge rst) begin
    PCF <= 0;  
  end
endmodule
module IFIDppreg
  (
    input JrHaz,  
    input jrFlush  
    , input [31:0] InstrF  
    , input [31:0] PCPlus4F  
    , input clk  
    , input jumpFlush  
    , input rst  
    , input shouldBranch
    , input stallD
    , output reg [31:0] InstrD  
    , output reg [31:0] PCPlus4D  
  );
  always @(posedge clk) begin
    if (~stallD) begin
      InstrD <= (((jrFlush && ~JrHaz) | jumpFlush | shouldBranch) == 0? InstrF: 32'b0000_0000_0000_0000_0000_0000_0011_1111); 
      PCPlus4D <= PCPlus4F;
    end
  end
  always @(posedge rst) begin
    InstrD <= 32'b0000_0000_0000_0000_0000_0000_0011_1111; 
    PCPlus4D <= 0; 
  end
endmodule
module IDEXppreg
  (
    input rst,   
    input clk  
    , input [4:0] RsD  
    , input [31:0] RegD1  
    , input [31:0] RegD2  
    , input [4:0]  RtD  
    , input [4:0]  RdD  
    , input [31:0] SignImmD  
    , input       flushE  
    , input       MemReadD  
    , input       RegWriteD  
    , input       MemtoRegD  
    , input       MemWriteD  
    , input [3:0] ALUControlD  
    , input       ALUSrcD  
    , input       RegDstD  
    , input [4:0] SftaD  
    , input       EndD  
    , input       SftD  
    , output reg [4:0] RsE
    , output reg [31:0] RegE1  
    , output reg [31:0] RegE2  
    , output reg [4:0]  RtE  
    , output reg [4:0]  RdE  
    , output reg [31:0] SignImmE  
    , output reg MemReadE  
    , output reg RegWriteE  
    , output reg MemtoRegE  
    , output reg MemWriteE  
    , output reg [3:0] ALUControlE  
    , output reg ALUSrcE  
    , output reg RegDstE  
    , output reg [4:0] SftaE  
    , output reg EndE  
    , output reg SftE  
  );
  always @(posedge clk) begin
    if (~flushE) begin
      RegE1 <= RegD1;
      RegE2 <= RegD2;
      RsE <= RsD;
      RtE <= RtD;
      RdE <= RdD;
      SignImmE <= SignImmD;
      MemReadE <= MemReadD;
      RegWriteE <= RegWriteD;
      MemtoRegE <= MemtoRegD;
      MemWriteE <= MemWriteD;
      ALUControlE <= ALUControlD;
      ALUSrcE <= ALUSrcD;
      RegDstE <= RegDstD;
      SftaE <= SftaD;
      SftE <= SftD;
      EndE <= EndD;
    end
    else begin  
      RegE1 <= 0;
      RegE2 <= 0;
      RsE <= 0;
      RtE <= 0;
      RdE <= 0;
      SignImmE <=  0;
      MemReadE <=  0;
      RegWriteE <= 0;
      MemtoRegE <= 0;
      MemWriteE <= 0;
      ALUControlE <= 0;
      ALUSrcE <= 0;
      RegDstE <= 0;
      SftaE <= 0;
      SftE <= 0;
      EndE <= 0;
    end
  end
  always @(posedge rst) begin  
    RegE1 <= 0;
    RegE2 <= 0;
    RtE <= 0;
    RsE <= RsD;
    RdE <= 0;
    SignImmE <= 0;
    MemReadE <=  0;
    RegWriteE <= 0;
    MemtoRegE <= 0;
    MemWriteE <= 0;
    ALUControlE <= 0;
    ALUSrcE <=     0;
    RegDstE <=     0;
    SftaE <= 0;
    SftE <=  0;
    EndE <=  0;
  end
endmodule
module EXMEMppreg
  (
    input rst,  
    input clk  
    , input [31:0] ALUOutE  
    , input [31:0] WriteDataE  
    , input [4:0]  WriteRegE  
    , input        MemReadE  
    , input        RegWriteE  
    , input        MemtoRegE  
    , input        MemWriteE  
    , input        EndE  
    , output reg [31:0] ALUOutM  
    , output reg [31:0] WriteDataM  
    , output reg [4:0]  WriteRegM  
    , output reg        MemReadM  
    , output reg        RegWriteM  
    , output reg        MemtoRegM  
    , output reg        MemWriteM  
    , output reg        EndM  
  );
  always @(posedge clk) begin
    ALUOutM <= ALUOutE;
    WriteDataM <= WriteDataE;
    WriteRegM <= WriteRegE;
    MemReadM <= MemReadE;
    RegWriteM <= RegWriteE;
    MemtoRegM <= MemtoRegE;
    MemWriteM <= MemWriteE;
    EndM <= EndE;
  end
  always @(posedge rst) begin
    ALUOutM <=    0;
    WriteDataM <= 0;
    WriteRegM <= 0;
    MemReadM <=  0;
    RegWriteM <= 0;
    MemtoRegM <= 0;
    MemWriteM <= 0;
    EndM <= 0;
  end
endmodule
module MEMWBppreg
  (
    input rst,  
    input clk  
    , input        RegWriteM  
    , input        MemtoRegM  
    , input [31:0] ALUOutM  
    , input [31:0] ReadDataM  
    , input [4:0]  WriteRegM  
    , input        EndM  
    , output reg        RegWriteW  
    , output reg        MemtoRegW  
    , output reg [31:0] ALUOutW  
    , output reg [31:0] ReadDataW  
    , output reg [4:0]  WriteRegW  
    , output reg        EndW  
  );
  always @(posedge clk) begin
    RegWriteW <= RegWriteM;
    MemtoRegW <= MemtoRegM;
    ALUOutW <= ALUOutM;
    ReadDataW <= ReadDataM;
    WriteRegW <= WriteRegM;
    EndW <= EndM;
  end
  always @(posedge rst) begin
    RegWriteW <= 0;
    MemtoRegW <= 0;
    ALUOutW <=   0;
    ReadDataW <= 0;
    WriteRegW <= 0;
    EndW <= 0;
  end
endmodule
</file>
<file path="design/flow/run.sh">
#!/bin/bash
# OpenROAD 26Q1-2900-gdf79404cd8, Yosys 0.63+post, stock flow scripts
make -C /OpenROAD-flow-scripts/flow DESIGN_CONFIG=/design/flow/config.mk WORK_HOME=/design/flow/orfs finish
</file>
<file path="design/flow/config.mk">
export PLATFORM = sky130hd
export DESIGN_NAME = IDEXppreg
export DESIGN_NICKNAME = IDEXppreg
export VERILOG_FILES = /design/flow/design.v
export SDC_FILE = /design/flow/constraint.sdc
export NUM_CORES = 4
export LEC_CHECK = 1
export CORE_AREA = 10 10 108 108
export DIE_AREA = 0 0 118 118
</file>
<file path="design/flow/constraint.sdc">
current_design IDEXppreg

set clk_period 1.0
set clk_io_pct 0.2

create_clock -name clk0 -period $clk_period [get_ports {clk}]
create_clock -name clk1 -period $clk_period [get_ports {rst}]

set non_clock_inputs [all_inputs -no_clocks]
set_input_delay [expr $clk_period * $clk_io_pct] -clock clk0 $non_clock_inputs
set_output_delay [expr $clk_period * $clk_io_pct] -clock clk0 [all_outputs]
</file>
==> reports/metrics.csv <==
metric,value,unit
status,aborted with a tool error,
Last stage,synthesis,
First Err,ERROR: Found 5 problems in 'check -assert'.,
Top-area cell share,79.70,%
Yosys Chip Area,1159,µm²
Synth Seq Share,17.28,%
Synth async-reset ratio,0,%
post-synth top area cell,buf_4,
number of enable flip-flop cells,0,
yosys warns,1,
Yosys reg bits,10,
cell count listed in synth_stat.txt,139,
"count leader, synth",buf_4,
Synth area leaders,"buf_4 80%, dfxtp_1 17%, nor2b_1 2.7%",
Unique cell types,4,
ys flop type,dfxtp_1,
top cells by count,"123 x buf_4, 10 x dfxtp_1, 5 x nor2b_1",
-- cells by family after synthesis --
| logic type | count (synthesis) | synth area share, % |
|---|---|---|
| buffers and inverters | 123 | 79.70 |
| DFF | 10 | 17.28 |
| other | 1 | 0.3237 |
| and+or+nand+nor | 5 | 2.700 |
